===== config.mk =====
export PLATFORM = sky130hd
export DESIGN_NAME = game_phase
export DESIGN_NICKNAME = game_phase
export VERILOG_FILES = /design/flow/design.v
export SDC_FILE = /design/flow/constraint.sdc
export NUM_CORES = 4
export LEC_CHECK = 1
export CORE_UTILIZATION = 40

===== constraint.sdc =====
current_design game_phase

set clk_period 4.4
set clk_io_pct 0.2

create_clock -name clk0 -period $clk_period [get_ports {clk}]

set non_clock_inputs [all_inputs -no_clocks]
set_input_delay [expr $clk_period * $clk_io_pct] -clock clk0 $non_clock_inputs
set_output_delay [expr $clk_period * $clk_io_pct] -clock clk0 [all_outputs]

===== design.v =====
`timescale 1ns / 1ps
module game_phase(
    input clk,
    input sel,       
	 input sw,
	input rst,
	input phase,		 
    input [7: 0] seg,	 
    input [3: 0] an,		 
    output reg [27: 0] pships = 0,  
    output reg [27: 0] sing_guess = 0
    );
    reg [4: 0] sel_count = 0; 
    always @ (posedge clk or posedge rst) begin
		if (rst) begin
				sel_count <= 0;
        end else if(!sw && sel && phase) begin
            sel_count <= sel_count + 1'b1;     
            case (an)
                    4'b1110: begin
                        case(seg)
                            8'b11111110: begin
                                pships <= pships | (1'b1 << 1);
                                sing_guess <= 28'd0 | (1'b1 << 1);
                            end
                            8'b11111101: begin 
                                pships <= pships | (1'b1 << 0);
                                sing_guess <= 28'd0 | (1'b1 << 0);
                            end
                            8'b11111011: begin 
                                pships <= pships | (1'b1 << 4);
                                sing_guess <=  28'd0 | (1'b1 << 4);
                            end
                            8'b11110111: begin
                                pships <= pships | (1'b1 << 3);
                                sing_guess <= 28'd0 | (1'b1 << 3);
                            end
                            8'b11101111: begin
                                pships <= pships | (1'b1 << 2);
                                sing_guess <= 28'd0 | (1'b1 << 2);
                            end
                            8'b11011111: begin
                                pships <= pships | (1'b1 << 6);
                                sing_guess <= 28'd0 | (1'b1 << 6);
                            end
                            8'b10111111: begin
                                pships <= pships | (1'b1 << 5);
                                sing_guess <= 28'd0 | (1'b1 << 5);
                            end
                        endcase
                    end
                    4'b1101: begin
                        case(seg)
                            8'b11111110: begin
                                pships <= pships | (1'b1 << 8);
                                sing_guess <= 28'd0 | (1'b1 << 5);
                            end
                            8'b11111101: begin
                                pships <= pships | (1'b1 << 7);
                                sing_guess <= 28'd0 | (1'b1 << 7);
                            end
                            8'b11111011: begin
                                pships <= pships | (1'b1 << 11);
                                sing_guess <= 28'd0 | (1'b1 << 11);
                            end
                            8'b11110111: begin 
                                pships <= pships | (1'b1 << 10);
                                sing_guess <= 28'd0 | (1'b1 << 10);
                            end
                            8'b11101111: begin
                                pships <= pships | (1'b1 << 9);
                                sing_guess <= 28'd0 | (1'b1 << 9);
                            end
                            8'b11011111: begin 
                                pships <= pships | (1'b1 << 13);
                                sing_guess <= 28'd0 | (1'b1 << 13);
                            end
                            8'b10111111: begin
                                pships <= pships | (1'b1 << 12);
                                sing_guess <= 28'd0 | (1'b1 << 12);
                            end
                        endcase
                    end
                    4'b1011: begin
                        case(seg)
                            8'b11111110: begin
                                pships <= pships | (1'b1 << 15);
                                sing_guess <= 28'd0 | (1'b1 << 15);
                            end
                            8'b11111101: begin
                                pships <= pships | (1'b1 << 14);
                                sing_guess <= 28'd0 | (1'b1 << 14);
                            end
                            8'b11111011: begin
                                pships <= pships | (1'b1 << 18);
                                sing_guess <= 28'd0 | (1'b1 << 18);
                            end
                            8'b11110111: begin
                                pships <= pships | (1'b1 << 17);
                                sing_guess <= 28'd0 | (1'b1 << 17);
                            end
                            8'b11101111: begin 
                                pships <= pships | (1'b1 << 16);
                                sing_guess <= 28'd0 | (1'b1 << 16);
                            end
                            8'b11011111: begin
                                pships <= pships | (1'b1 << 20);
                                sing_guess <= 28'd0 | (1'b1 << 20);
                            end
                            8'b10111111: begin
                                pships <= pships | (1'b1 << 19);
                                sing_guess <= 28'd0 | (1'b1 << 19);
                            end
                        endcase
                    end
                    4'b0111: begin
                        case(seg)
                            8'b11111110: begin 
                                pships <= pships | (1'b1 << 22);
                                sing_guess <= 28'd0 | (1'b1 << 22);
                            end
                            8'b11111101: begin
                                pships <= pships | (1'b1 << 21);
                                sing_guess <= 28'd0 | (1'b1 << 21);
                            end
                            8'b11111011: begin
                                pships <= pships | (1'b1 << 25);
                                sing_guess <= 28'd0 | (1'b1 << 25);
                            end
                            8'b11110111: begin
                                pships <= pships | (1'b1 << 24);
                                sing_guess <= 28'd0 | (1'b1 << 24);
                            end
                            8'b11101111: begin
                                pships <= pships | (1'b1 << 23);
                                sing_guess <= 28'd0 | (1'b1 << 23);
                            end
                            8'b11011111: begin
                                pships <= pships | (1'b1 << 27);
                                sing_guess <=  28'd0 | (1'b1 << 27);
                            end
                            8'b10111111: begin 
                                pships <= pships | (1'b1 << 26);
                                sing_guess <= 28'd0 | (1'b1 << 26);
                            end
                        endcase
                    end
            endcase      
        end      
    end      
endmodule

===== run.sh =====
#!/bin/bash
# OpenROAD 26Q1-2900-gdf79404cd8, Yosys 0.63+post, stock flow scripts
make -C /OpenROAD-flow-scripts/flow DESIGN_CONFIG=/design/flow/config.mk WORK_HOME=/design/flow/orfs finish

==> run notes <==
run results: outcome=finished clean, CTS max path bufs=2, Worst Setup SP=seg[6], Hold Crit Start=an[3], GRT Residual Overflow=0, Tmin final=2970 ps, First-pass DRT Iterations=4, internal power=0.702 mW, Core Region=0.00527 mm², Flop pwr share=64.5%, Worst Setup EP=sing_guess[14], fmax=0.337 GHz, Placed Area=0.00305 mm², synthesized area=0.00226 mm², Die Y=77.1 µm, Cells after Synth=176, cts repair resizes=0, Setup WS pre-CTS=1160 ps, per-cell routed wire length=16.3 µm, net switching power=0.179 mW, antenna cells=0, Worst Setup End Kind=flop, most numerous logic cells after layout=clkdlybuf4s50_1 (71), nor2_1 (56), edfxtp_1 (55), HP Class=input pin to flop, Ys Warns=1, Cell variety after synth=31, dominant logic cell type in the layout=clkdlybuf4s50_1, Sw Ratio=20.3%, Power Dens Cells=281 mW/mm², Max IR drop VDD=0.125 mV, Log Warnings=25, syn avg cell area=12.8 µm², register area=0.00165 mm², ys async rst share=0%, crit path cell chain=clkdlybuf4s50_1, nand4_1, nor3_1, a311o_1, o211a_1, buf_4, DIE WIDTH=77.1 µm, Ports=73, DP HPWL=3.74 mm, Clk pwr share=30.2%, post-CTS setup buffers=0, hold_buf cts=0, Main synth FF type=edfxtp_1, share of cells above drive strength 1=6.75%, initial antenna violation count=0, final hold slack=1470 ps, Final Setup Violations=0, final WL=5.24 mm, chip area=0.00595 mm², fill cell count=427, WP data required=4380 ps, RSZ-0062 raised after global routing=false, Port Buf Inserts=71, Root Buffer=clkbuf_8, Worst-Margin Slew=562 ps, Startpoint Class=input pin, TNS Setup=0 ps, vias=1601, total CTS buffers=5, YS chip area=0.00226 mm², antenna viol nets, final=0, Leak=0.920 nW, fin. max-slew vios=0, crit path max fanout=23, initial core utilization=42.9%, Worst Slack Setup Final=1430 ps, CTS clk-pin slew, worst paths=90 ps, Relative slew margins=62.3%, final period utilization=67.5%, Crit path largest cell delay=590 ps, row cnt=26, DR iter-0 viols=75, Slowest-stage cell, CP=clkdlybuf4s50_1, Hold Vio Cnt, Final=0, H-tree lvl count=2, ys cells=176, GPL Wtd Cong=0.932, register share after synthesis=73.1%, clk sink count=55, P&R area growth vs syn=38.7%, first-pass GRT wire length=8.15 mm, vias per inst=4.97, Logic area=572 µm², Comb pwr share=5.4%, EDFF count, synth=55, largest net degree at the start of global routing=24, WP data arrival=2950 ps, critical path type=input pin to flop, vias in the first global route=1567, post-route cell area=0.00313 mm², Max Cap Viol=0, CTS tree=done, total chip power=0.881 mW, ys flops=55, Tot GR Track Use=19.7%, # DRC=0
==> cells in the mapped netlist (2+ instances only) <==
cell / count / area [µm²]
nor2_1: 56 / 210
clkbuf_1: 3 / 11.3
and2b_2: 2 / 17.5
inv_1: 3 / 11.3
nor3_1: 5 / 25.0
edfxtp_1: 55 / 1650
nand2b_1: 5 / 31.3
nand4b_1: 3 / 26.3
xnor2_1: 3 / 26.3
nor2_2: 4 / 25.0
nand2_1: 17 / 63.8
==> power by group through the flow <==
stage     Sequential, mW  Clock, mW  Combinational (mW)
4_1_cts            0.568      0.269              0.0469
5_1_grt            0.568      0.291              0.0513
6_report           0.568      0.266              0.0472
==> per-stage QoR <==
| step | cells | utilization [%] |
|---|---|---|
| after CTS | 322 | 59.4 |
| final | 322 | 59.4 |
| after detailed placement | 314 | 57.8 |
| after floorplan | 176 | - |
| after global routing | 322 | 59.4 |
| after global placement | 314 | 57.8 |
==> worst min path at each step <==
stage          endpoint  slack [ps]  cells past startpoint
global route  pships[1]        1510                      3
CTS           pships[1]        1440                      3
finish        pships[1]        1470                      3
==> kinds of logic (layout without fill, tap and decap cells) <==
kind of cell,Yosys count,in the layout,synth area share [%]
muxes,1,1,0.443
AOI/OAI and AO/OA,5,5,2.05
xor gates and xnor gates,4,4,1.55
buffers and inverters,8,84,1.55
DFF,55,55,73.1
other,1,1,0.166
and+or+nand+nor,102,102,21.1
==> area by class of cell <==
cell class              count  share of cell area [%]
inverters                   3                   0.359
flip-flops and latches     55                    52.7
repair buffers             73                    23.2
well taps                  70                    2.80
clock inverters             2                   0.399
multi-input cells         113                    18.3
clock buffers               6                    2.32
==> metal layers <==
| metal | vias up | wire length (µm) | GRT usage [%] |
|---|---|---|---|
| met5 | - | 0 | 0 |
| met4 | 0 | 51 | 2.64 |
| met3 | 6 | 359 | 6.41 |
| met2 | 73 | 2440 | 28.8 |
| met1 | 758 | 2390 | 32.9 |
| li1 | 764 | - | - |
==> worst max-delay path, delay by kind of cell <==
family	cells	cell delay (ps)
buffers and inverters	2	950
AOI/OAI and AO/OA	2	610
and+or+nand+nor	2	490
==> sequential cells by signal, summed over array words and instances (netlist names) <==
signal and flops:
sing_guess 27, pships 28
Power figures rest on the tool's default switching activity, not on a simulated workload.
