==> design/flow/config.mk <==
export PLATFORM = sky130hd
export DESIGN_NAME = c_guess_generator
export DESIGN_NICKNAME = c_guess_generator
export VERILOG_FILES = /design/flow/design.v
export SDC_FILE = /design/flow/constraint.sdc
export NUM_CORES = 4
export LEC_CHECK = 1
export CORE_UTILIZATION = 50
==> design/flow/constraint.sdc <==
current_design c_guess_generator

set clk_period 2.9
set clk_io_pct 0.2

create_clock -name clk0 -period $clk_period [get_ports {clk}]

set non_clock_inputs [all_inputs -no_clocks]
set_input_delay [expr $clk_period * $clk_io_pct] -clock clk0 $non_clock_inputs
set_output_delay [expr $clk_period * $clk_io_pct] -clock clk0 [all_outputs]
==> design/flow/design.v <==
`timescale 1ns / 1ps
module c_guess_generator
(    
    input clk,       
    input rst,
	input sel,
    input sw,        
	input phase,
    output reg [27: 0] comp_guess = 0,
    output reg [27: 0] sing_guess
);
    reg [27: 0] guess_0 = 28'd1 << 5;
    reg [27: 0] guess_1 = 28'd1 << 6;
    reg [27: 0] guess_2 = 28'd1 << 16;
    reg [27: 0] guess_3 = 28'd1 << 22;
    reg [27: 0] guess_4 = 28'd1 << 2;
    reg [27: 0] guess_5 = 28'd1 << 7;
    reg [27: 0] guess_6 = 28'd1 << 10;
    reg [27: 0] guess_7 = 28'd1 << 9;
    reg [27: 0] guess_8 = 28'd1 << 25;
    reg [27: 0] guess_9 = 28'd1 << 19;
    reg [27: 0] guess_10 = 28'd1 << 26;
    reg [27: 0] guess_11 = 28'd1 << 14;
    reg [27: 0] guess_12 = 28'd1 << 4;
    reg [27: 0] guess_13 = 28'd1 << 11;
    reg [27: 0] guess_14 = 28'd1 << 8;
    reg [27: 0] guess_15 = 28'd1 << 3;
    reg [27: 0] guess_16 = 28'd1 << 18;
    reg [27: 0] guess_17 = 28'd1 << 0;
    reg [27: 0] guess_18 = 28'd1 << 13;
    reg [27: 0] guess_19 = 28'd1 << 12;
    reg [27: 0] guess_20 = 28'd1 << 23;
    reg [27: 0] guess_21 = 28'd1 << 20;
    reg [27: 0] guess_22 = 28'd1 << 21;
    reg [27: 0] guess_23 = 28'd1 << 24;
    reg [27: 0] guess_24 = 28'd1 << 27;
    reg [27: 0] guess_25 = 28'd1 << 1;
    reg [27: 0] guess_26 = 28'd1 << 15;
    reg [27: 0] guess_27 = 28'd1 << 17;
    reg [4:0] counter = 0;
    reg turn_comp;
    always @ (posedge clk or posedge rst) begin
		if (rst) begin
			  counter <= 0;
        end else if (sw && sel && phase && counter < 5'd28) begin         
				 case (counter)
					  5'd0: begin
                          comp_guess <= comp_guess | guess_0;
                          sing_guess <= guess_0;
                      end
					  5'd1: begin
                          comp_guess <= comp_guess | guess_1;
                          sing_guess <= guess_1;
                      end
					  5'd2: begin
                          comp_guess <= comp_guess | guess_2;
                          sing_guess <= guess_2;
                      end
					  5'd3: begin
                          comp_guess <= comp_guess | guess_3;
                          sing_guess <= guess_3;
                      end
					  5'd4: begin
                          comp_guess <= comp_guess | guess_4;
                          sing_guess <= guess_4;
                      end
					  5'd5: begin 
                          comp_guess <= comp_guess | guess_5;
                          sing_guess <= guess_5;
                      end
					  5'd6: begin
                          comp_guess <= comp_guess | guess_6;
                          sing_guess <= guess_6;
                      end
					  5'd7: begin
                          comp_guess <= comp_guess | guess_7;
                          sing_guess <= guess_7;
                      end
					  5'd8: begin
                          comp_guess <= comp_guess | guess_8;
                          sing_guess <= guess_8;
                      end
					  5'd9: begin
                          comp_guess <= comp_guess | guess_9;
                          sing_guess <= guess_9;
                      end
					  5'd10: begin
                          comp_guess <= comp_guess | guess_10;
                          sing_guess <= guess_10;
                      end
					  5'd11: begin
                          comp_guess <= comp_guess | guess_11;
                          sing_guess <= guess_11;
                      end
					  5'd12: begin
                          comp_guess <= comp_guess | guess_12;
                          sing_guess <= guess_12;
								 end
					  5'd13: begin
                          comp_guess <= comp_guess | guess_13;
                          sing_guess <= guess_13;
                      end
					  5'd14: begin
                          comp_guess <= comp_guess | guess_14;
                          sing_guess <= guess_14;
                      end
					  5'd15: begin
                          comp_guess <= comp_guess | guess_15;
                          sing_guess <= guess_15;
                      end
					  5'd16: begin
                          comp_guess <= comp_guess | guess_16;
                          sing_guess <= guess_16;
                      end
					  5'd17: begin
                          comp_guess <= comp_guess | guess_17;
                          sing_guess <= guess_17;
                      end
					  5'd18: begin
                          comp_guess <= comp_guess | guess_18;
                          sing_guess <= guess_18;
                      end
					  5'd19: begin
                          comp_guess <= comp_guess | guess_19;
                          sing_guess <= guess_19;
                      end
					  5'd20: begin
                          comp_guess <= comp_guess | guess_20;
                          sing_guess <= guess_20;
                      end
					  5'd21: begin
                          comp_guess <= comp_guess | guess_21;
                          sing_guess <= guess_21;
                      end
					  5'd22: begin
                          comp_guess <= comp_guess | guess_22;
                          sing_guess <= guess_22;
                      end
					  5'd23: begin
                          comp_guess <= comp_guess | guess_23;
                          sing_guess <= guess_23;
                      end
					  5'd24: begin
                          comp_guess <= comp_guess | guess_24;
                          sing_guess <= guess_24;
                      end
					  5'd25: begin
                           comp_guess <= comp_guess | guess_25;
                           sing_guess <= guess_25;
                      end
					  5'd26: begin
                          comp_guess <= comp_guess | guess_26;
                          sing_guess <= guess_26;
                      end
					  5'd27: begin 
                          comp_guess <= comp_guess | guess_27;
                          sing_guess <= guess_27;
								end
				 endcase
				 counter <= counter + 1;
        end      
    end      
endmodule
==> design/flow/run.sh <==
#!/bin/bash
# OpenROAD 26Q1-2900-gdf79404cd8, Yosys 0.63+post, stock flow scripts
make -C /OpenROAD-flow-scripts/flow DESIGN_CONFIG=/design/flow/config.mk WORK_HOME=/design/flow/orfs finish
==> summary.txt <==
Status -> finished clean
Asr flop ratio synth -> 8.20%
Seq cells post-synth -> 61
Final Instance Count excl. Fillers -> 380
TritonRoute pass-1 iters -> 4
Int Power -> 1990 µW
Met3 routed WL -> 368 µm
Cts repair resizes -> 0
Ant diodes -> 0
Worst Path Buf+Inv -> 1
First-pass GRT wire length -> 10.1 mm
Crit path cell chain -> ha_1 > buf_4 > or2_2 > a31oi_1 > nand4_2 > nor4_1
CP max FO -> 9
Yosys top cell area share -> 58.9%
Fin crit period -> 2570 ps
Least-Margin Pin Slew -> 674 ps
Met2 wire len -> 2.85 mm
Leakage -> 0.00133 µW
Post-detail-place hpwl -> 4.52 mm
Final hold vios -> 0
CTS H-Tree Depth -> 3
Top cells, area -> edfxtp_1 (59%), nor2_1 (4.5%), dfrtp_1 (4.4%), nor3_2 (3.2%), ha_1 (2.2%)
Worst hold-check slack -> 611 ps
Clk sinks -> 61
RSZ-0062 raised after global routing -> false
Gpl congestion -> 0.919
Die ar. -> 6010 µm²
Switching share of power -> 37.5%
Routed vias/inst -> 5.49
Slew Limit Fails -> 0
Cell Type Count -> 48
WL final -> 6.19 mm
Worst setup SP type -> flip-flop
Layout cell share with drive strength beyond 1 -> 14.9%
IO Port Bufs -> 60
Fillers -> 433
Drt initial violations -> 89
Clock-pin slew on the worst setup and hold paths -> 70 ps
VDD IR max -> 0.000850 V
TritonCTS clock tree -> yes
Area Overhead vs Synth -> 32.6%
Routed length per instance -> 16.3 µm
Synth top cell by count -> edfxtp_1
Post-synth top cells -> edfxtp_1 (56), nor2_1 (34), nand2_1 (14)
Worst Skew -> 6.56 ps
Family with the most delay on the worst path -> simple AND/OR/NAND/NOR gates
Sequential area share after synthesis -> 63.3%
CTS Buf Count -> 9
WS Path Type -> reg2reg
Clock latency (worst-skew pair) -> 330 ps
Mapped Cells -> 233
Dpl cells -> 365
Post-synthesis cell count from yosys -> 233
Post-synth EDFFs -> 56
Largest net degree at the start of global routing -> 24
Total track usage -> 23.8%
Max-cap violation count -> 0
Core Area -> 5510 µm²
Setup-failing EPs final -> 0
PnR Total Power -> 3190 µW
Worst EP required -> 2880 ps
Yosys top cell by area -> edfxtp_1
Worst setup EP type -> flip-flop
Worst R2R Setup Slack -> 330 ps
Fmax -> 389 MHz
Combinational fraction of design power -> 40.2%
CP max stage delay -> 420 ps
Reg2reg start -> counter[0]
Power Density -> 842 nW/µm²
Wl on met1 -> 2.84 mm
Arrival @ worst endpoint -> 2550 ps
Root Buffer -> clkbuf_8
Via count -> 2,085
Crit-path slowest cell -> nor4_1
Mapped Avg Cell Area -> 12.2 µm²
Part of the power in the clock network -> 24.3%
FF-to-FF path depth -> 6
Most used flip-flop cell -> edfxtp_1
Post-CTS Setup Inserts -> 0
R2r endpoint -> comp_guess[25]
Starting Density -> 51.8%
Antenna violations before repair -> 0
Final worst path period share -> 88.7%
Slew Limit Headroom -> 54.7%
Switching power -> 1200 µW
# rows -> 27
IO Count -> 61
Post-route ant nets -> 0
Synth Cell Area -> 2850 µm²
OpenROAD warnings -> 29
Die X -> 77.6 µm
Hold crit path type -> in2async
Yosys stat chip area -> 2850 µm²
Die Ht -> 77.6 µm
Synth warn -> 1
Total negative setup slack -> 0 ps
CTS hold repair buffers -> 0
DR top layer -> met4
DRC Markers -> 0
GR Overflow Total -> 0
Sequential Power Share -> 35.5%
Buffer depth of the longest clock path -> 2
Vias in the first global route -> 2,018
[stage by stage]
step	util, %	worst slack [ps]	cell area [µm²]
3_5_place_dp	65.1	254	3580
4_1_cts	68.7	355	3780
2_1_floorplan	-	157	2850
5_1_grt	68.7	186	3780
6_report	68.7	327	3780
3_3_place_gp	65.1	246	3580
[per-layer routing]
layer  up-vias  GRT usage [%]
li1       1013              -
met1       981           41.1
met2        80           35.5
met3        11           4.54
met4         0           4.53
met5         -              0
[kinds of logic (layout without fill, tap and decap cells)]
logic type | count (synthesis) | in the layout | share of synthesized area [%]
xor gates and xnor gates | 3 | 3 | 0.921
buffers and inverters | 22 | 97 | 3.68
DFF | 61 | 61 | 63.3
adders and majority gates | 5 | 5 | 2.19
and+or+nand+nor | 113 | 113 | 22.2
AOI/OAI and AO/OA | 29 | 29 | 7.72
[layout make-up]
class	instances	area, µm²	area share (%)
Sequential cell	61	1810	47.7
Multi-Input combinational cell	150	942	24.9
Timing Repair Buffer	76	721	19.0
Clock buffer	9	124	3.27
Tap cell	72	90.1	2.38
Clock inverter	6	78.8	2.08
Inverter	6	22.5	0.595
[worst register-to-register path, cell delays in order (launching register included)]
cell and delay [ps]:
dfrtp_1 410, ha_1 250, buf_4 170, or2_2 340, a31oi_1 300, nand4_2 350
nor4_1 420
[power by group through the flow]
stage                 logic (µW)  clock network, µW  registers [µW]
after global routing        1400                823            1140
after CTS                   1270                787            1130
final                       1280                773            1130
[registers in the layout, indices dropped and copies added (netlist names)]
signal / flops
comp_guess: 28
sing_guess: 28
counter: 5
[how the worst max path moves through the flow]
stage,from,end,slack (ps),depth (start not counted)
after CTS,counter[0],comp_guess[10],360,7
after global routing,counter[0],comp_guess[25],190,6
final,counter[0],comp_guess[25],330,6
[placed cells by master (no fill, tap or decap), types with 3 or more instances in the layout]
cell / count
clkdlybuf4s50_1: 60
edfxtp_1: 56
nor2_1: 34
buf_4: 16
nand2_1: 14
nor4_1: 10
nand3_1: 9
nor3_2: 9
clkbuf_8: 9
nor3_1: 8
nand2b_1: 7
inv_1: 6
a21oi_1: 6
ha_1: 5
dfrtp_1: 5
and3_1: 4
xnor2_1: 3
o21ai_0: 3
a221o_1: 3
clkinv_2: 3
Power and IR drop assume default switching activity.
